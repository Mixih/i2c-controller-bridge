==> ./config.mk <==
export PLATFORM = sky130hd
export DESIGN_NAME = uart_rx_ll_8n1
export DESIGN_NICKNAME = uart_rx_ll_8n1
export VERILOG_FILES = /design/flow/design.v
export SDC_FILE = /design/flow/constraint.sdc
export NUM_CORES = 4
export LEC_CHECK = 1
export CORE_AREA = 10 10 110 110
export DIE_AREA = 0 0 120 120
==> ./constraint.sdc <==
current_design uart_rx_ll_8n1

set clk_period 3.0
set clk_io_pct 0.2

create_clock -name clk0 -period $clk_period [get_ports {clk}]

set non_clock_inputs [all_inputs -no_clocks]
set_input_delay [expr $clk_period * $clk_io_pct] -clock clk0 $non_clock_inputs
set_output_delay [expr $clk_period * $clk_io_pct] -clock clk0 [all_outputs]
==> ./design.v <==
`timescale 1ns / 1ps
module uart_rx_ll_8n1 #(
    parameter ICLK_HZ = 100_000_000,
    parameter BAUD_RATE = 115_200,
    localparam PORT_W = 8
) (
    input wire clk,
    input wire rx,
    output reg [PORT_W - 1:0] dout = 'b0,
    output reg dready = 1'b0
);
function automatic integer slc_top;
    input integer i;
    input integer off;
    input integer item_width;
    begin
        slc_top = (((i + 1) * item_width) - 1) + off;
    end
endfunction
function automatic integer slc_bot;
    input integer i;
    input integer off;
    input integer item_width;
    begin
        slc_bot = i * item_width + off;
    end
endfunction
function automatic is_pow_2;
    input integer n;
    begin
        is_pow_2 = n == 0 || (n & (n - 1)) == 0;
    end
endfunction
function automatic integer calc_div_fac;
    input integer in_hz;
    input integer target_hz;
    begin
        calc_div_fac = in_hz / target_hz;
    end
endfunction
function automatic validate_div_fac;
    input integer div_fac;
    input integer in_hz;
    input integer target_hz;
    input integer tolerance_100ths_perc;
    begin : val_div_fac_scope
        if ((((in_hz / div_fac) - target_hz) * 10000) / target_hz > tolerance_100ths_perc
            || (((in_hz / div_fac) - target_hz) * 10000) / target_hz < -tolerance_100ths_perc)
            validate_div_fac = 1'b0;
        else
            validate_div_fac = 1'b1;
    end
endfunction
    localparam DIV_FAC = calc_div_fac(ICLK_HZ, BAUD_RATE);
    generate
        if (DIV_FAC <= 4) begin : validate_oversample_ratio
            $error("System clock must be > 4 times higher than baud rate.");
        end
        if (!validate_div_fac(DIV_FAC, ICLK_HZ, BAUD_RATE, 100)) begin
            : validate_baud_tolerance
            $warning("Generated baud rate is out of tolerance by > 1%.");
        end
    endgenerate
    localparam DCTR_W = $clog2(PORT_W);
    localparam CTR_SAMPLE_VAL = DIV_FAC / 2;  
    localparam STATE_IDLE = 2'd0;
    localparam STATE_START = 2'd1;
    localparam STATE_DATA = 2'd2;
    localparam STATE_STOP = 2'd3;
    reg [1:0] state = STATE_IDLE;
    reg [PORT_W - 1:0] data_sr = 'b0;
    reg [DCTR_W - 1:0] dctr = 'b0;
    reg baud_en = 1'b0;
    reg state_start_should_advance_i = 1'b0;
    reg state_start_should_advance = 1'b0;
    wire baud_stb;
    wire [$clog2(DIV_FAC) - 1:0] baud_ctr;
    int_baud_gen #(
        .DIV_FACTOR(DIV_FAC)
    ) baud_gen_i (
        .clk(clk),
        .en(baud_en),
        .stb(baud_stb),
        .baud_ctr(baud_ctr)
    );
    always @(posedge clk) begin : uart_deserialize
        dready <= 1'b0;
        state_start_should_advance_i <= 1'b0;
        state_start_should_advance <= state_start_should_advance_i;
        case (state)
            STATE_IDLE: begin
                if (rx == 1'b0) begin
                    state <= STATE_START;
                    baud_en <= 1'b1;
                end
            end
            STATE_START: begin
                if (baud_ctr == DIV_FAC - 4) begin
                    baud_en <= 1'b0;
                    state_start_should_advance_i <= 1'b1;
                end
                if (state_start_should_advance_i)
                    baud_en <= 1'b1;
                if (state_start_should_advance) begin
                    state <= STATE_DATA;
                end
            end
            STATE_DATA: begin
                if (baud_ctr == CTR_SAMPLE_VAL) begin
                    data_sr <= {rx, data_sr[PORT_W - 1:1]};
                end
                if (baud_stb) begin
                    dctr <= dctr + 1;
                    if (({1'b0, (dctr)}) == PORT_W - 1) begin
                        state <= STATE_STOP;
                        dout <= data_sr;
                        dready <= 1'b1;
                        dctr <= 'b0;
                    end
                end
            end
            STATE_STOP: begin
                if (baud_stb) begin
                    state <= STATE_IDLE;
                    baud_en <= 1'b0;
                end
            end
        endcase
    end
endmodule
`timescale 1ns / 1ps
module int_baud_gen #(
    parameter DIV_FACTOR = 10,
    localparam CTR_W = $clog2(DIV_FACTOR)
) (
    input wire clk,
    input wire en,
    output wire stb,
    output wire [CTR_W - 1:0] baud_ctr
);
    generate
        if (DIV_FACTOR <= 0) begin : validate_div_factor
            $error("The division factor must be > 0.");
        end
    endgenerate
    reg [CTR_W - 1:0] ctr = 'b0;
    reg stb_int = 1'b0;
    reg ctr_next_is_end = 1'b0;
    assign stb = stb_int;
    assign baud_ctr = ctr;
    always @(posedge clk) begin
        if (en) begin
            ctr_next_is_end <= DIV_FACTOR == 1? 1'b1 : ctr == DIV_FACTOR - 2;
            if (ctr_next_is_end) begin
                ctr <= 'b0;
                stb_int <= 1'b1;
            end else begin
                ctr <= ctr + 1;
                stb_int <= 1'b0;
            end
        end else begin
            ctr <= 'b0;
            ctr_next_is_end <= 1'b0;
            stb_int <= 1'b0;
        end
    end
endmodule
==> ./run.sh <==
#!/bin/bash
# OpenROAD 26Q1-2900-gdf79404cd8, Yosys 0.63+post, stock flow scripts
make -C /OpenROAD-flow-scripts/flow DESIGN_CONFIG=/design/flow/config.mk WORK_HOME=/design/flow/orfs finish
==> metrics.yaml <==
edf_count: 22
leakagePower_nw: 0.623
gp_congestion: 0.785
wl_met3_microns: 202
maxSlewHeadroom_pct: 74.4
crit_required_ns: 3.00
crit_path_top_delay_cell: "or3b_2"
fillCellCount: 1046
drt_first_pass_iters: 4
portBuffers: 10
dp_hpwl_mm: 1.57
fmax_mhz: 490
warnings: 30
dr_wl_met2_microns: 833
vias: 846
antenna_left: 0
ctsHoldBuffers: 0
ff_type: "edfxtp_1"
root_buffer: "clkbuf_8"
syn2layout_area_growth_pct: 26.1
cts.path.max_buffers: 2
avgSynthCellArea_sq_um: 13.0
power.density_mw_per_mm2: 684
wl_met1_mm: 1.10
timing.final.hold_violations: 0
core_area_sq_mm: 0.00977
highest_layer: "met4"
post-cts-setup-buffer-count: 0
grt_max_degree: 13
clock_latency_ns: 0.29
die_area_sq_mm: 0.0144
yosysTopAreaCellShare_pct: 45.3
grt_pass1_vias: 823
drt-initial-drc-count: 17
common_cells: "edfxtp_1, dfxtp_1, ha_1"
crit_chain: "inv_1, ha_1, or3b_2, nor4_1, buf_4"
floorplan.core_util_pct: 14.9
hold_class: "flop to flop"
overflow: 0
wirelength_mm: 2.17
ir_worst_vdd_uv: 205
slew_violations: 0
yosysSeqAreaShare_pct: 65.9
cp_max_fo: 8
ys_cells: 112
tightest_slew_ns: 0.384
skew_ns: 0.00927
final.setup.tns_ns: 0
ys.flops: 37
endpoint_kind: "flop"
grt_pass1_wl_mm: 3.75
finalCritPeriodShare_pct: 68.0
start_kind: "flop"
outcome: "finished clean"
cap_violations: 0
cts_buffers: 5
die-width_microns: 120
ioPinCount: 11
avgViaCountPerCell: 3.22
ys_warn_count: 2
die.size.y_microns: 120
top_area_cell: "edfxtp_1"
netlist_area_sq_mm: 0.00146
period_needed_ns: 2.04
path_delay_family: "simple AND/OR/NAND/NOR gates"
synth.distinct_cells: 30
cp_data_arrival_time_ns: 2.04
synthCells: 112
cp_slowest_stage_delay_ns: 0.46
cts-htree-levels: 2
setup_viol: 0
antenna_found_initial: 0
clkSinkCount: 37
cts-resized-gates: 0
rsz0062_at_grt: "no"
async_flop_share_pct: 0
crit_buf_inv: 2
yosysMostFrequentCell: "edfxtp_1"
area_leaders: "edfxtp_1, dfxtp_1, ha_1, inv_1, nand2_1"
drc: 0
num_rows: 36
path_class: "flop to flop"
final_util_pct: 18.8
clk_pin_slew_ns: 0.07
drive_above_1_share_pct: 9.23
cts_tree: "done"
track_usage_pct: 3.01
wl_per_cell_microns: 8.26
antennaDiodeCount: 0
holdWs_ns: 0.364
yosys_area_sq_mm: 0.00146
[path summary, 6_finish.rpt]
kind / from / to / slack [ns] / cells past startpoint
max: state[0] / data_sr[2] / 0.96 / 5
min: state_start_should_advance_i / state_start_should_advance / 0.36 / 0
max reg2reg: state[0] / data_sr[2] / 0.96 / 5
min reg2reg: state_start_should_advance_i / state_start_should_advance / 0.36 / 0
[registers in the layout, indices dropped and copies added (netlist names)]
register / flops
baud_gen_i.ctr: 10
baud_gen_i.ctr_next_is_end: 1
baud_gen_i.stb_int: 1
state: 2
dout: 8
dready: 1
baud_en: 1
state_start_should_advance_i: 1
data_sr: 8
dctr: 3
state_start_should_advance: 1
[per-stage QoR]
stage	cell area, sq um	std cells	worst slack, ns	power (mW)
2_1_floorplan	1460	112	0.531	0.799
3_3_place_gp	1730	255	1.02	0.846
3_5_place_dp	1730	255	0.972	0.851
4_1_cts	1840	263	0.950	1.27
5_1_grt	1840	263	0.861	1.33
6_report	1840	263	0.960	1.26
[worst reg2reg max path, stage by stage (launching register included)]
cell and delay [ns]:
edfxtp_1 0.42, inv_1 0.11, ha_1 0.26, or3b_2 0.46, nor4_1 0.29, buf_4 0.21
[cells in the final DEF, fill, tap and decap left out]
cell and count:
inv_1 8, or4_1 2, and2_1 4, and4_1 1, or3b_2 1, a221oi_1 1, xor2_1 1, nor3b_1 2
ha_1 9, nor4_1 1, clkinv_1 1, and3_1 3, nand2_1 7, o21ai_0 5, clkinvlp_4 1, nor2b_1 3
nand4b_1 1, nand4_2 1, a21oi_1 5, or2_2 1, bufinv_16 1, dfxtp_1 15, edfxtp_1 22, nor2_1 5
clkdlybuf4s50_1 10, nand4bb_1 1, nand2b_1 1, buf_4 1, o31ai_1 2, or3_1 2, a311oi_1 1, nand3_1 3
xnor2_1 2, or3_2 1, clkbuf_8 5
[kinds of logic after synthesis]
kind of cell	count (synthesis)	synth area share, %
AND-OR/OR-AND	14	5.66
adder cells (fa/ha/maj)	9	7.73
AND/OR/NAND/NOR	40	16.6
XOR/XNOR	3	1.80
flip-flops	37	65.9
buffers and inverters	9	2.32
[power breakdown]
| part | switching, mW | internal (mW) | total (mW) |
|---|---|---|---|
| clock | 0.171 | 0.244 | 0.415 |
| sequential | 0.0445 | 0.594 | 0.639 |
| combinational | 0.118 | 0.0855 | 0.203 |
[layer usage]
metal  vias to the layer above  GRT usage (%)
met1                       387           3.99
met5                         -              0
met4                         0          0.528
li1                        436              -
met2                        17           4.40
met3                         6           1.52
[layout make-up]
| cell class | instances | area (sq um) | share of cell area [%] |
|---|---|---|---|
| Clock inverter | 3 | 41.3 | 2.25 |
| Clock buffer | 5 | 68.8 | 3.74 |
| Sequential cell | 37 | 961 | 52.3 |
| Tap cell | 133 | 166 | 9.05 |
| Timing Repair Buffer | 11 | 108 | 5.85 |
| Inverter | 8 | 30.0 | 1.63 |
| Multi-Input combinational cell | 66 | 463 | 25.2 |
Power figures rest on the tool's default switching activity, not on a simulated workload.
