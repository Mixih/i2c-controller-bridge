## design/flow/config.mk

```make
export PLATFORM = sky130hd
export DESIGN_NAME = uart_tx_ll_8n1
export DESIGN_NICKNAME = uart_tx_ll_8n1
export VERILOG_FILES = /design/flow/design.v
export SDC_FILE = /design/flow/constraint.sdc
export NUM_CORES = 4
export LEC_CHECK = 1
export CORE_AREA = 10 10 102 102
export DIE_AREA = 0 0 112 112
```

## design/flow/constraint.sdc

```tcl
current_design uart_tx_ll_8n1

set clk_period 2.0
set clk_io_pct 0.2

create_clock -name clk0 -period $clk_period [get_ports {clk}]

set non_clock_inputs [all_inputs -no_clocks]
set_input_delay [expr $clk_period * $clk_io_pct] -clock clk0 $non_clock_inputs
set_output_delay [expr $clk_period * $clk_io_pct] -clock clk0 [all_outputs]
```

## design/flow/design.v

```verilog
`timescale 1ns / 1ps
module uart_tx_ll_8n1 #(
    parameter ICLK_HZ = 100_000_000,
    parameter BAUD_RATE = 115_200,
    localparam PORT_W = 8
) (
    input wire clk,
    input wire send_stb,
    input wire [PORT_W - 1:0] din,
    output reg tx = 1'b1,
    output reg busy = 1'b0
);
function automatic integer slc_top;
    input integer i;
    input integer off;
    input integer item_width;
    begin
        slc_top = (((i + 1) * item_width) - 1) + off;
    end
endfunction
function automatic integer slc_bot;
    input integer i;
    input integer off;
    input integer item_width;
    begin
        slc_bot = i * item_width + off;
    end
endfunction
function automatic is_pow_2;
    input integer n;
    begin
        is_pow_2 = n == 0 || (n & (n - 1)) == 0;
    end
endfunction
function automatic integer calc_div_fac;
    input integer in_hz;
    input integer target_hz;
    begin
        calc_div_fac = in_hz / target_hz;
    end
endfunction
function automatic validate_div_fac;
    input integer div_fac;
    input integer in_hz;
    input integer target_hz;
    input integer tolerance_100ths_perc;
    begin : val_div_fac_scope
        if ((((in_hz / div_fac) - target_hz) * 10000) / target_hz > tolerance_100ths_perc
            || (((in_hz / div_fac) - target_hz) * 10000) / target_hz < -tolerance_100ths_perc)
            validate_div_fac = 1'b0;
        else
            validate_div_fac = 1'b1;
    end
endfunction
    localparam DIV_FAC = calc_div_fac(ICLK_HZ, BAUD_RATE);
    generate
        if (!validate_div_fac(DIV_FAC, ICLK_HZ, BAUD_RATE, 100)) begin
            : validate_baud_tolerance
            $warning("Generated baud rate is out of tolerance by > 1%.");
        end
    endgenerate
    localparam DCTR_W = $clog2(PORT_W);
    localparam STATE_IDLE = 2'd0;
    localparam STATE_START = 2'd1;
    localparam STATE_DATA = 2'd2;
    localparam STATE_STOP = 2'd3;
    reg [1:0] state = STATE_IDLE;
    reg [PORT_W - 1:0] data_sr = 'b0;
    reg [DCTR_W - 1:0] ctr = 'b0;
    reg baud_en = 1'b0;
    wire baud_stb;
    wire [$clog2(DIV_FAC) - 1:0] baud_ctr;
    wire baud_stb_going_high = baud_ctr == DIV_FAC - 1;
    int_baud_gen #(
        .DIV_FACTOR(DIV_FAC)
    ) baud_gen_i (
        .clk(clk),
        .en(baud_en),
        .stb(baud_stb),
        .baud_ctr(baud_ctr)
    );
    always @(*) begin
        case (state)
            STATE_START:
                tx = 1'b0;
            STATE_DATA:
                tx = data_sr[0];
            STATE_STOP:
                tx = 1'b1;
            default:
                tx = 1'b1;
        endcase
    end
    always @(posedge clk) begin : uart_deserialize
        case (state)
            STATE_IDLE: begin
                if (send_stb) begin
                    state <= STATE_START;
                    busy <= 1'b1;
                    data_sr <= din;
                    baud_en <= 1'b1;
                end
            end
            STATE_START: begin
                if (baud_stb)
                    state <= STATE_DATA;
            end
            STATE_DATA: begin
                if (baud_stb) begin
                    ctr <= ctr + 1;
                    data_sr <= {1'b0, data_sr[PORT_W - 1:1]};
                    if (({1'b0, (ctr)}) == PORT_W - 1) begin
                        state <= STATE_STOP;
                        ctr <= 'b0;
                    end
                end
            end
            STATE_STOP: begin
                if (baud_stb_going_high)
                    busy <= 1'b0;
                if (baud_stb) begin
                    if (send_stb) begin
                        state <= STATE_START;
                        data_sr <= din;
                        busy <= 1'b1;
                    end else begin
                        state <= STATE_IDLE;
                        baud_en <= 1'b0;
                    end
                end
            end
        endcase
    end
endmodule
`timescale 1ns / 1ps
module int_baud_gen #(
    parameter DIV_FACTOR = 10,
    localparam CTR_W = $clog2(DIV_FACTOR)
) (
    input wire clk,
    input wire en,
    output wire stb,
    output wire [CTR_W - 1:0] baud_ctr
);
    generate
        if (DIV_FACTOR <= 0) begin : validate_div_factor
            $error("The division factor must be > 0.");
        end
    endgenerate
    reg [CTR_W - 1:0] ctr = 'b0;
    reg stb_int = 1'b0;
    reg ctr_next_is_end = 1'b0;
    assign stb = stb_int;
    assign baud_ctr = ctr;
    always @(posedge clk) begin
        if (en) begin
            ctr_next_is_end <= DIV_FACTOR == 1? 1'b1 : ctr == DIV_FACTOR - 2;
            if (ctr_next_is_end) begin
                ctr <= 'b0;
                stb_int <= 1'b1;
            end else begin
                ctr <= ctr + 1;
                stb_int <= 1'b0;
            end
        end else begin
            ctr <= 'b0;
            ctr_next_is_end <= 1'b0;
            stb_int <= 1'b0;
        end
    end
endmodule
```

## design/flow/run.sh

```bash
#!/bin/bash
# OpenROAD 26Q1-2900-gdf79404cd8, Yosys 0.63+post, stock flow scripts
make -C /OpenROAD-flow-scripts/flow DESIGN_CONFIG=/design/flow/config.mk WORK_HOME=/design/flow/orfs finish
```

==> notes.md <==
flow finished, numbers: top-level port count=12, min Tclk post-route=1620 ps, Worst Setup End Kind=output pin, DPL Wire Length=1.71 mm, Overall Power=1750 uW, and+or+nand+nor area frac=18.2%, worst-path maximum fanout=4, CP Class=reg -> out, cycle use final=80.8%, first-pass GRT wire length=3.90 mm, Arrival @ worst endpoint=1220 ps, area of the mapped netlist=1270 um2, initial antenna violation count=0, Clk pwr share=between 10% and 20%, final setup TNS=0 ps, Syn Inst Count=around 120, Dominant flop cell=edfxtp_1, Filler cells=868, Final Setup Violations=0, Total Routed Length=2.33 mm, die area=12,500 um2, top cells by count=15 x edfxtp_1, 12 x dfxtp_1, 12 x nor2_1, 9 x ha_1, 9 x nand2_1, setup ws final=slightly below 400 ps, Root Driver=clkbuf_8, cts hold-fix bufs=0, cts bufs inserted=3, die height=around 110 um, Top cells by area=edfxtp_1 35%, dfxtp_1 19%, ha_1 8.8%, a22o_1 4.1%, nor2_1 3.5%, Util after Layout=19.5%, Combinational Power Share=about a third, Worst Skew=5.67 ps, Avg Vias per Cell=~3.7, Area growth, synth to finish=25.7%, YS chip area=1270 um2, number of max-cap violations=0, Worst Path Required=approximately 1600 ps, leak pwr=between 0.0005 and 0.0006 uW, OpenROAD warnings=30, Core ar.=8220 um2, Netlist cell types=32, pins over their slew limit=0, row count=33, top-count cell post-synth=edfxtp_1, ys async rst share=0%, total gr overflow=0, run status=complete, no violations, switching pwr=545 uW, cell area after placement=1540 um2, CTS tree=yes, Clock Latency Late Sink=270 ps, antenna cell count=0, adder share=8.83%, P_int=1200 uW, DRC viols=0, pin count of the biggest net entering global routing=15, Min-Delay Path Class=reg -> reg, yosys cell count=roughly 120, Avg Synthesized Cell Area=10.6 um2, Pre-antenna DRT Iters=4, CTS Sinks=27, comb area leader=simple AND/OR/NAND/NOR gates, post-route ant nets=0, via count of the first global-routing pass=828, highest clock rate=619 MHz, Die Span X=112 um, # H-tree levels=1, Core Util at FP=15.5%, CTS max path bufs=2, Post-synth mux share=0.785%, routability cong.=0.734, Switching Fraction=between 30 and 40%, Sequential Area=between 600 and 700 um2, Final Cell Area=~1600 um2, Yosys warnings=2, number of synthesized flops with an enable pin=15, cell taking the most area after synthesis=edfxtp_1, logic area=548 um2, Setup WS pre-CTS=209 ps, Post-Synth XOR/XNOR Area=2.06%, Max VDD drop=roughly 0.31 mV, RSZ-0062 raised after global routing=no, register area share after synthesis=54.2%, Final Hold Fails=0, worst-margin pin slew=~390 ps, GRT Resource Usage Total=3.61%, port bufs=11, Relative slew margins=74.0%, aoi share=13.0%, area share, top type=35.3%, Seq pwr share=49.2%, Yosys reg bits=27, vias=between 800 and 900, Clk pin slew, worst setup/hold paths=approximately 90 ps, crit start category=register, number of DRC markers in iteration 0=between 70 and 80, Cell Pwr Density=1090 nW/um2, drt wl/cell=9.59 um, share of layout cells above drive strength 1=10.9%
-- per-layer routing --
layer	vias up	routed length (um)	track usage, %
li1	478	-	-
met1	403	1240	5.36
met2	13	967	5.09
met3	0	118	1.41
met4	0	0	0.169
met5	-	0	0
-- power by group through the flow --
stage | sequential (uW) | combinational (uW) | clock [uW]
5_1_grt | 881 | 677 | 334
6_report | 859 | 584 | 302
4_1_cts | 860 | 589 | 322
-- through the flow --
step                      std cells  hold slack (ps)
after global placement          237              428
after detailed placement        237              435
final                           243              452
after floorplan                 120              420
after CTS                       242              460
after global routing            243              491
-- cells in the final DEF, fill, tap and decap left out, drive strengths merged --
cell / n
edfxtp: 15
nor2: 12
dfxtp: 12
clkdlybuf4s50: 10
nand2: 9
ha: 9
buf: 7
o21ai: 7
a22o: 6
a21oi: 6
inv: 6
nand3: 6
clkbuf: 4
nor2b: 3
nand4: 3
or3: 3
and2: 2
xor2: 2
o31ai: 2
or4: 2
o211ai: 1
nor3: 1
nor4b: 1
a31o: 1
o22ai: 1
nand2b: 1
mux2i: 1
xnor2: 1
and3: 1
nor4: 1
a221o: 1
dlymetal6s2s: 1
-- cell type report --
cell class | count | area share, %
Tap cell | 105 | 8.20
Timing Repair Buffer | 18 | 10.3
Sequential cell | 27 | 43.1
Clock buffer | 4 | 2.81
Multi-Input combinational cell | 83 | 34.2
Inverter | 6 | 1.41
-- registers in the layout, indices dropped and copies added, names as in the netlist --
signal	count
baud_gen_i.ctr	10
data_sr	8
ctr	3
state	2
baud_en	1
baud_gen_i.ctr_next_is_end	1
baud_gen_i.stb_int	1
busy	1
-- worst max-delay path, cell delays in order (launching register included) --
cell	delay [ps]
edfxtp_1	430
inv_1	140
ha_1	190
o21ai_1	60
dlymetal6s2s_1	130
-- kinds of logic (layout without fill, tap and decap cells) --
| kind of cell | Yosys count | in the layout |
|---|---|---|
| and+or+nand+nor | 45 | 45 |
| DFF | 27 | 27 |
| AOI/OAI and AO/OA | 25 | 25 |
| buffers and inverters | 10 | 28 |
| adders and majority gates | 9 | 9 |
| xor gates and xnor gates | 3 | 3 |
| muxes | 1 | 1 |
-- final timing paths --
| check | start | to | slack (ps) | depth (start not counted) |
|---|---|---|---|---|
| max | state[1]$_DFFE_PP_ | tx | 380 | 4 |
| min | baud_gen_i.ctr_next_is_end$_SDFF_PN0_ | baud_gen_i.stb_int$_SDFF_PN0_ | 450 | 1 |
| max reg2reg | state[0]$_DFFE_PP_ | data_sr[3]$_DFFE_PP_ | 410 | 6 |
| min reg2reg | baud_gen_i.ctr_next_is_end$_SDFF_PN0_ | baud_gen_i.stb_int$_SDFF_PN0_ | 450 | 1 |
-- repair_timing --
action	in CTS	in global routing
cloned	0	0
gates resized	2	2
setup buffers	1	1
setup endpoints to repair	1	1
Power is estimated from default activity; no workload was simulated.
